File: flow/design.v
`timescale 1ns / 1ps
module control(
    input wire CLK,                          
    input wire RESET,                        
    input wire EN,                           
    output reg [5:0] STATE,                 
    input wire [10:0] IADDR,                 
    input wire [15:0] WADDR,                 
    input wire [12:0] OADDR,                 
    output reg input_wen,
    output reg input_ren,
    output reg input_cen,
    output reg input_addr,
    output reg weight_wen,
    output reg weight_ren,
    output reg weight_cen,
    output reg [12:0] weight_addr,
    output reg output_wen,
    output reg output_ren,
    output reg output_cen,
    output reg [15:0] output_addr
    );
parameter IDLE = 6'd0;      
parameter INPUT = 6'd1;   
parameter CALCULATE = 6'd2;
parameter OUTPUT = 6'd3;
parameter RETURN = 6'd4;
parameter OUTPUTTOSHARE = 6'd4;
always @(posedge CLK or negedge RESET) begin
    if(~RESET) begin
        STATE <= IDLE;
        input_wen <= 1; 
        input_ren <= 0; 
        input_cen <= 1; 
        input_addr <= 0; 
        weight_wen <= 1;
        weight_ren <= 0;
        weight_cen <= 1;
        weight_addr <= 0;
        output_wen <= 1;
        output_ren <= 0;
        output_cen <= 1;
        output_addr <= 0;
    end else if (EN) begin
        if (STATE == IDLE) begin
            STATE <= INPUT;
            input_wen <= 0; 
            input_ren <= 1;
            input_cen <= 1; 
            input_addr <= 0; 
            weight_wen <= 0; 
            weight_ren <= 1;
            weight_cen <= 1; 
        end
        else if(STATE == INPUT)begin
            input_addr <= input_addr +1; 
            weight_addr<=weight_addr+1;
            if(input_addr > IADDR-1&&weight_addr > WADDR-1)begin
                input_addr <= 0; 
                STATE <= CALCULATE; 
                weight_addr <= 0;
            end
        end
        else if (STATE == CALCULATE)begin
            weight_wen <= 1;
            weight_ren <= 1;
            weight_cen <= 0;
            if(weight_addr > WADDR-1)begin
                STATE <= OUTPUT;
                weight_wen <= 1;
                weight_ren <= 0;
                weight_cen <= 1;
                output_addr <= 0;
                output_wen <= 0;
                output_ren <= 1;
                output_cen <= 1;
            end
        end
        else if (STATE == OUTPUT)begin
            output_addr <= output_addr + 1;
            if(output_addr == 34)begin 
                STATE <= RETURN;
            end
        end
        else if (STATE == RETURN)begin
            STATE <= IDLE;
        end
    end
end
endmodule
File: flow/run.sh
#!/bin/bash
# OpenROAD 26Q1-2900-gdf79404cd8, Yosys 0.63+post, stock flow scripts
make -C /OpenROAD-flow-scripts/flow DESIGN_CONFIG=/design/flow/config.mk WORK_HOME=/design/flow/orfs finish
File: flow/config.mk
export PLATFORM = sky130hd
export DESIGN_NAME = control
export DESIGN_NICKNAME = control
export VERILOG_FILES = /design/flow/design.v
export SDC_FILE = /design/flow/constraint.sdc
export NUM_CORES = 4
export LEC_CHECK = 1
export CORE_UTILIZATION = 30
File: flow/constraint.sdc
current_design control

set clk_period 4.4
set clk_io_pct 0.2

create_clock -name clk0 -period $clk_period [get_ports {CLK}]

set non_clock_inputs [all_inputs -no_clocks]
set_input_delay [expr $clk_period * $clk_io_pct] -clock clk0 $non_clock_inputs
set_output_delay [expr $clk_period * $clk_io_pct] -clock clk0 [all_outputs]
==> out/results.tsv <==
stage	metric	value	unit
clocking	cts-hold-fix-buffers	0	
worst_setup_path	worst-setup-path-type	primary input to register	
drt	initialDrtViolationCount	78	
worst_setup_path	end_kind	register	
global_routing	grt_util_met2	21.8	%
final_timing	rsz_0062_raised_after_global_routing	false	
global_routing	first_global_vias	2271	
drt	dr_total_vias	2491	
die	die_h	98.1	µm
drt	dr.pass1.iters	26	
flow_run	timing.max_cap.violations	0	
final_timing	final_report_hold_violation_count	0	
place	dpl-instance-area	3740	µm²
clocking	max-clock-path-buffers	2	
drt	antenna_cells_inserted	0	
cells_and_area	post_layout_nonfiller_instances	507	
synthesis	yosys-stat-cells	300	
clocking	cts_root_buf	clkbuf_8	
clocking	numClockSinks	40	
synthesis	synth_cells	300	
final_timing	fin_crit	4.24	ns
global_routing	grt_max_degree	41	
final_timing	setup_total_negative_slack	0	ns
global_routing	grt.busiest_layer	met1	
worst_setup_path	timing.critical_path.arrival	4.43	ns
worst_setup_path	critPathSlowestCell	or4b_4	
global_routing	initial_antenna_violation_count	0	
worst_setup_path	worst_setup_path_start_kind	primary input	
clocking	insertion_delay	0.29	ns
global_routing	gr-usage-all-layers	14.3	%
pwr	power.static_leakage	1.76	nW
worst_setup_path	critPathMaxFanout	6	
worst_setup_path	cp_num_buf_inv	4	
drt	antenna_violating_nets_post_route	0	
synthesis	number_of_synthesized_flops_with_an_enable_pin	0	
final_timing	fmaxAchievable	236	MHz
synthesis	synth-async-reset-ratio	100	%
global_routing	groute.layer.met1.usage	22.7	%
synthesis	syn_avg_cell_area	9.24	µm²
place	placed_cells	491	
clocking	tritoncts	done	
drt	per_cell_via_count_in_the_routed_design	4.91	
cells_and_area	largest_registers	output_addr (16), weight_addr (13), STATE (3)	
final_timing	max-slew-margin-rel	56.9	%
die	ios	88	
synthesis	synthDistinctLibCells	51	
place	gp_congestion	0.782	
synthesis	flop_cell	dfrtp_1	
cells_and_area	final_layout_top_logic_cells	68 x clkdlybuf4s50_1, 36 x dfrtp_1, 30 x nand2_1, 27 x buf_4, 22 x a21oi_1	
global_routing	grt_overflow_total	0	
drt	drt_wl_total	6730	µm
worst_setup_path	cell_by_cell_listing_of_the_critical_path	clkdlybuf4s50_1, nor3_2, nand2_1, or3_4, or4b_4, xor2_1, ha_1, nand4_1, nor3_4, a311o_2, buf_4, nor4_4, buf_4, clkbuf_16, nor3_1	
final_timing	final_max_slew_viol_count	0	
cells_and_area	area_growth	43.1	%
final_timing	period_used_share	96.3	%
cells_and_area	registers.top_by_ff_count	output_addr	
flow_run	warnings	39	
synthesis	post_synth_design_cell_area	2770	µm²
die	core-area	8850	µm²
clocking	htree_levels	2	
cells_and_area	layout_cell_share_with_drive_strength_beyond_1	19.0	%
synthesis	synth.ff_latch_count	40	
pwr	power_density	281	nW/µm²
drt	post_drt_wl_per_cell	13.3	µm
place	estimated_wirelength_of_the_detail_placed_design	5060	µm
worst_setup_path	cp_common_cell	buf_4	
worst_setup_path	slowest_delay	0.52	ns
global_routing	grt_pass1_wl	11200	µm
cells_and_area	largest_reg_flops	16	
pwr	worst_ir_drop_vdd	0.183	mV
synthesis	yosysChipArea	2770	µm²
outcome	run_status	finished clean	
cells_and_area	design_area	3970	µm²
drt	route.detailed.drc	0	
clocking	clk_pin_slew_worst_paths	0.08	ns
die	placementRows	34	
final_timing	timing.clock.skew	0.00574	ns
die	die_w	98.1	µm
min_path	worstHoldPathType	register to register	
cells_and_area	final.fill_count	845	
final_timing	setup_viol	0	
die	initCoreUtil	31.3	%
final_timing	timing_worst_slew_pin_value	0.641	ns
cells_and_area	final_layout_top_logic_cell	clkdlybuf4s50_1	
clocking	numCtsBuffers	5	
final_timing	whs	0.466	ns
synthesis	synth_sequential_area_ratio	36.3	%
worst_setup_path	critical_path.top_delay_family	simple AND/OR/NAND/NOR gates	
worst_setup_path	worstPathRequired	4.59	ns
synthesis	yosysWarningCount	1	
place	port_buffers	69	
die	die_area	9630	µm²
global_routing	grt_util_met3	2.33	%
[power breakdown]
| group | internal, mW | switching, mW |
|---|---|---|
| clock | 0.168 | 0.135 |
| combinational | 0.190 | 0.176 |
| sequential | 0.399 | 0.0492 |
[per-stage QoR]
stage	utilization [%]	setup WS, ns	total power, mW
after CTS	43.6	0.0185	1.12
after detailed placement	42.3	-0.355	0.818
final	44.9	0.161	1.12
after global placement	42.3	-0.320	0.811
after global routing	44.9	0.0251	1.19
after floorplan	-	0.235	0.645
[cells in the mapped netlist (2+ instances only)]
cell type  number  area, µm²
a21o_1          4       30.0
a21oi_1        22        110
a31oi_1        10       62.6
and2_1          5       31.3
and3_1         11       68.8
and4_1          3       26.3
and4_4          4       45.0
buf_2           3       15.0
buf_4           5       37.5
clkbuf_1        3       11.3
conb_1          2       7.51
dfrtp_1        36        901
dfstp_2         4        105
ha_1           19        238
inv_1          11       41.3
nand2_1        30        113
nand2b_1        4       25.0
nand3_1         7       35.0
nand3b_1        2       15.0
nand4_1         4       25.0
nor2_1         17       63.8
nor2b_1         5       31.3
nor3_1         13       65.1
nor3_2          7       70.1
nor4_1          4       25.0
nor4b_1         2       17.5
o21ai_0        10       50.1
o2bb2ai_1       2       17.5
o31ai_2         2       25.0
or2_2           4       25.0
or3_1           5       31.3
or4b_2          2       20.0
xnor2_1        10       87.6
xor2_1         11       96.3
[worst register-to-register path: cells and delay by family, from the launching register on]
kind                       cells  cell delay, ns
DFF                            1            0.46
adders and majority gates      1            0.34
AOI/OAI and AO/OA              4            0.77
and+or+nand+nor                2            0.31
buffers and inverters          3            0.47
[timing repair]
action,in CTS,in global routing
buffers inserted,1,6
pin swaps,1,6
cloned,0,1
gates resized,0,9
setup endpoints to repair,3,31
[logic make-up (layout without fill, tap and decap cells)]
| family | after synthesis | in the layout | share of synthesized area (%) |
|---|---|---|---|
| other | 2 | 5 | 0.271 |
| adder cells (fa/ha/maj) | 19 | 19 | 8.57 |
| AND/OR/NAND/NOR | 134 | 134 | 29.0 |
| AND-OR/OR-AND | 61 | 61 | 15.0 |
| XOR/XNOR | 21 | 21 | 6.63 |
| buffers and inverters | 23 | 119 | 4.20 |
| flip-flops | 40 | 40 | 36.3 |
[metal layers]
layer / vias to the layer above / wire length [µm]
li1: 1278 / -
met1: 1156 / 3400
met2: 55 / 3020
met3: 2 / 273
met4: 0 / 36
met5: - / 0
[area by class of cell]
type	count	area, µm²	area share [%]
Clock inverter	3	42.5	1.07
Clock buffer	5	68.8	1.73
Sequential cell	40	1010	25.3
Timing Repair Buffer	100	973	24.5
Multi-Input combinational cell	240	1700	42.9
Tap cell	108	135	3.40
Inverter	11	41.3	1.04
[final timing paths]
check / from / endpoint / slack [ns] / cells past startpoint
min in group asynchronous: RESET / output_addr[11]$_DFFE_PN0P_ / 0.64 / 2
setup / recovery: WADDR[3] / output_addr[9]$_DFFE_PN0P_ / 0.16 / 15
hold / removal: weight_wen$_DFFE_PN1P_ / weight_wen$_DFFE_PN1P_ / 0.47 / 2
hold reg to reg: weight_wen$_DFFE_PN1P_ / weight_wen$_DFFE_PN1P_ / 0.47 / 2
max in group asynchronous: RESET / output_wen$_DFFE_PN1P_ / 3.39 / 2
setup reg to reg: weight_addr[5]$_DFFE_PN0P_ / output_ren$_DFFE_PN0P_ / 1.95 / 10
No activity file was given, so power comes from the tool's default toggle rates.
